## design/flow/design.v

```verilog
module gray_counter(
    input clk,
    input reset,
    output reg [3:0] gray
);
reg [3:0] bin;
always @(posedge clk or posedge reset)
begin
    if (reset)
    begin
        bin <= 0;
        gray <= 0;
    end
    else
    begin
        bin <= bin + 1;
        gray <= (bin + 1) ^ ((bin + 1) >> 1);
    end
end
endmodule
```

## design/flow/config.mk

```make
export PLATFORM = sky130hd
export DESIGN_NAME = gray_counter
export DESIGN_NICKNAME = gray_counter
export VERILOG_FILES = /design/flow/design.v
export SDC_FILE = /design/flow/constraint.sdc
export NUM_CORES = 4
export LEC_CHECK = 1
export CORE_AREA = 10 10 70 70
export DIE_AREA = 0 0 80 80
```

## design/flow/run.sh

```bash
#!/bin/bash
# OpenROAD 26Q1-2900-gdf79404cd8, Yosys 0.63+post, stock flow scripts
make -C /OpenROAD-flow-scripts/flow DESIGN_CONFIG=/design/flow/config.mk WORK_HOME=/design/flow/orfs finish
```

## design/flow/constraint.sdc

```tcl
current_design gray_counter

set clk_period 1.9
set clk_io_pct 0.2

create_clock -name clk0 -period $clk_period [get_ports {clk}]

set non_clock_inputs [all_inputs -no_clocks]
set_input_delay [expr $clk_period * $clk_io_pct] -clock clk0 $non_clock_inputs
set_output_delay [expr $clk_period * $clk_io_pct] -clock clk0 [all_outputs]
```

==> impl_metrics.env <==
# implementation run metrics
export IMPL_run_status="completed"
export IMPL_worst_pin_slew_ps=287
export IMPL_grt_antenna_before_repair=0
export IMPL_ys_sh_aoi=0.0472
export IMPL_crit_fanout=1
export IMPL_netlist_top_cells_area="sky130_fd_sc_hd__dfrtp_1 (63%), sky130_fd_sc_hd__xnor2_1 (8.3%), sky130_fd_sc_hd__xor2_1 (8.3%)"
export IMPL_ant_nets=0
export IMPL_io_buffers=5
export IMPL_core_region_area_um2=3420
export IMPL_cts_tree="yes"
export IMPL_clock_transition_at_the_registers_of_the_reported_paths_ps=50
export IMPL_path_cells="clkdlybuf4s50_1"
export IMPL_required_ps=1520
export IMPL_synthesis_to_finish_area_growth_pct=40.9
export IMPL_htree_num_levels=1
export IMPL_setup_violations=0
export IMPL_cp_slowest_stage_delay_ps=450
export IMPL_clk_latency_ps=250
export IMPL_switching_power_share_of_the_total=0.180
export IMPL_warnings=25
export IMPL_floorplan_core_util=0.0930
export IMPL_average_wire_per_standard_cell_um=6.22
export IMPL_post_route_util=0.131
export IMPL_synth_top_cell_by_area="sky130_fd_sc_hd__dfrtp_1"
export IMPL_synth_stat_cells=24
export IMPL_worst_path_buf_inv=1
export IMPL_power_share_clock=0.409
export IMPL_synth_area_yosys_um2=318
export IMPL_root_driver="sky130_fd_sc_hd__clkbuf_4"
export IMPL_max_cap_violations=0
export IMPL_ys_types=11
export IMPL_p_switching_w=0.0000535
export IMPL_xor_xnor_portion_of_the_synthesized_cell_area=0.165
export IMPL_synthAdderAreaFrac=0.0394
export IMPL_rsz0062_at_grt="no"
export IMPL_global_route_wire_length_before_repair_um=724
export IMPL_netlist_logic_family_top="XOR/XNOR gates"
export IMPL_total_power_draw_w=0.000298
export IMPL_finalClockSkew_ps=0.0646
export IMPL_critical_path_slowest_cell="sky130_fd_sc_hd__clkdlybuf4s50_1"
export IMPL_report_final_hold_viol_count=0
export IMPL_routed_wirelength_um=485
export IMPL_die_height_um=80
export IMPL_numSynthFlops=8
export IMPL_period_used=0.737
export IMPL_rows=21
export IMPL_crit_type="flop to primary output"
export IMPL_start_kind="flop"
export IMPL_startpoint="gray[2]"
export IMPL_synth_area_um2=318
export IMPL_cellInternalPower_w=0.000244
export IMPL_synthDominantCellAreaShare=0.630
export IMPL_timing_rr_start="bin[0]"
export IMPL_synth_sequential_area_ratio=0.630
export IMPL_grt_overflow_total=0
export IMPL_cp_arrival_ps=1020
export IMPL_clockBufferDepth=2
export IMPL_number_of_global_route_vias_before_repair=180
export IMPL_synthesis_area_per_instance_um2=13.2
export IMPL_fmaxAchievable_ghz=0.714
export IMPL_syn_instance_count=24
export IMPL_final_max_slew_violation_count=0
export IMPL_yosys_area_share_simple=0.0591
export IMPL_drc=0
export IMPL_route_antenna_diode_count=0
export IMPL_post_route_cells_drive_above_1_share=0.156
export IMPL_drt_iter0_drc=17
export IMPL_postCtsResizedCells=0
export IMPL_comb_power_share=0.017
export IMPL_setup_tns_ps=0
export IMPL_post_drt_via_cell_ratio=2.45
export IMPL_power_density_nw_per_um2=665
export IMPL_share_seq_of_total_power=0.573
export IMPL_synth_warning_count=1
export IMPL_post_cts_setup_buffer_count=0
export IMPL_hpwl_after_detailed_placement_um=375
export IMPL_ctsHoldBuffers=0
export IMPL_mux_area_frac=0.0354
export IMPL_gr_usage_all_layers=0.0144
export IMPL_io_pins=6
export IMPL_layout_top_cell="sky130_fd_sc_hd__dfrtp_1"
export IMPL_cts_buffers=3
export IMPL_grt_max_degree=9
export IMPL_layout_top_cells="sky130_fd_sc_hd__dfrtp_1 (8), sky130_fd_sc_hd__clkdlybuf4s50_1 (5), sky130_fd_sc_hd__xor2_1 (3), sky130_fd_sc_hd__xnor2_1 (3), sky130_fd_sc_hd__clkbuf_4 (3)"
export IMPL_detailedRoute_firstPassIterationCount=2
export IMPL_hold_class="input pin to async pin"
export IMPL_ir_worst_vdd_mv=0.116
export IMPL_number_of_vias_in_the_routed_layout=191
export IMPL_die_area_um2=6400
export IMPL_max_slew_margin=0.808
export IMPL_path_delay_family="buffers and inverters"
export IMPL_clock_sinks=8
export IMPL_die_width_um=80
export IMPL_kind_of_end_point_of_the_critical_path="primary output"
export IMPL_routabilityCongestion=0.734
export IMPL_p_leak_nw=0.207
export IMPL_period_minus_slack_ps=1400
## per-layer routing
metal | global-route usage | share of wire | vias to the layer above
met5 | 0 | 0 | -
met4 | 0.00704 | 0.039 | 0
met3 | 0.0148 | 0.13 | 2
met2 | 0.0193 | 0.41 | 9
met1 | 0.0142 | 0.41 | 86
li1 | - | - | 94
## through the flow
| stage | hold slack (ps) | cell area, um^2 | worst slack (ps) | instances |
|---|---|---|---|---|
| floorplan | 196 | 318 | 712 | 24 |
| detailed placement | 535 | 425 | 620 | 75 |
| global route | 407 | 448 | 454 | 78 |
| global placement | 523 | 425 | 665 | 75 |
| CTS | 378 | 448 | 475 | 78 |
| finish | 376 | 448 | 500 | 78 |
## power by group through the flow
| stage | combinational, W | clock, W | sequential [W] |
|---|---|---|---|
| finish | 0.00000515 | 0.000122 | 0.000171 |
| global route | 0.00000613 | 0.000139 | 0.000170 |
| CTS | 0.00000544 | 0.000130 | 0.000171 |
## cell type report
cell class                      instances  area (um^2)
Multi-Input combinational cell         14          110
Fill cell                             390         2970
Inverter                                2         7.51
Clock buffer                            3         22.5
Tap cell                               46         57.6
Timing Repair Buffer                    5         50.0
Sequential cell                         8          200
## sequential cells by signal, indices dropped and copies added (netlist names)
name and flops:
bin 4, gray 4
## cells in the mapped netlist
library cell              count
sky130_fd_sc_hd__nand2_1      2
sky130_fd_sc_hd__a31oi_1      1
sky130_fd_sc_hd__inv_1        2
sky130_fd_sc_hd__xor2_1       3
sky130_fd_sc_hd__dfrtp_1      8
sky130_fd_sc_hd__mux2_2       1
sky130_fd_sc_hd__nand3_1      1
sky130_fd_sc_hd__xnor2_1      3
sky130_fd_sc_hd__ha_1         1
sky130_fd_sc_hd__and3_1       1
sky130_fd_sc_hd__a21oi_2      1
## kinds of logic (layout without fill, tap and decap cells)
family / after synthesis / after routing
compound gates: 2 / 2
xor+xnor: 6 / 6
fa+ha+maj: 1 / 1
buf+inv: 2 / 10
flops: 8 / 8
mux: 1 / 1
simple gates: 4 / 4
## path summary, 6_finish.rpt
check / cells after the start / endpoint / slack, ps
max in group asynchronous: 2 / bin[2] / 1300
max: 1 / gray[2] / 500
min reg2reg: 1 / bin[3] / 540
min in group clk0: 1 / bin[3] / 540
min: 2 / gray[0] / 380
max reg2reg: 3 / gray[3] / 620
Power figures rest on the tool's default switching activity, not on a simulated workload.
