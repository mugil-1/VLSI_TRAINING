### run.sh
#!/bin/bash
# OpenROAD 26Q1-2900-gdf79404cd8, Yosys 0.63+post, stock flow scripts
make -C /OpenROAD-flow-scripts/flow DESIGN_CONFIG=/design/flow/config.mk WORK_HOME=/design/flow/orfs finish
### config.mk
export PLATFORM = sky130hd
export DESIGN_NAME = alu_8bit
export DESIGN_NICKNAME = alu_8bit
export VERILOG_FILES = /design/flow/design.v
export SDC_FILE = /design/flow/constraint.sdc
export NUM_CORES = 4
export LEC_CHECK = 1
export CORE_AREA = 10 10 92 92
export DIE_AREA = 0 0 102 102
### constraint.sdc
current_design alu_8bit

set clk_period 7.5
set clk_io_pct 0.2

create_clock -name clk0 -period $clk_period

set non_clock_inputs [all_inputs -no_clocks]
set_input_delay [expr $clk_period * $clk_io_pct] -clock clk0 $non_clock_inputs
set_output_delay [expr $clk_period * $clk_io_pct] -clock clk0 [all_outputs]
### design.v
module alu_8bit(
    input [7:0] A,
    input [7:0] B,
    input [3:0] ALU_Sel,
    output reg [7:0] ALU_Out,
    output reg CarryOut,
    output reg Zero
);
reg [8:0] tmp;
always @(*) begin
    CarryOut = 0;
    Zero = 0;
    case (ALU_Sel)
        4'b0000: begin  
            tmp = A + B;
            ALU_Out = tmp[7:0];
            CarryOut = tmp[8];
        end
        4'b0001: begin  
            tmp = A - B;
            ALU_Out = tmp[7:0];
            CarryOut = tmp[8];
        end
        4'b0010: ALU_Out = A & B;  
        4'b0011: ALU_Out = A | B;  
        4'b0100: ALU_Out = A ^ B;  
        4'b0101: ALU_Out = ~A;     
        4'b0110: ALU_Out = A + 1;  
        4'b0111: ALU_Out = A - 1;  
        4'b1000: ALU_Out = (A == B) ? 8'b00000001 : 8'b00000000;  
        4'b1001: ALU_Out = A << 1;  
        4'b1010: ALU_Out = A >> 1;  
        default: ALU_Out = 8'b00000000;
    endcase
    Zero = (ALU_Out == 0);
end
endmodule
==> run summary <==
Implementation progress

The flow ran to the end, and the final reports show no timing, DRC or antenna violations. The xor and xnor fraction of the mapped netlist area stands at 0.06227. The sequential cells in the finished layout cover a total of 0 um^2. The number of detailed-routing iterations run before antenna repair stands at 4. In this design, the critical path's most frequently occurring cell is clkdlybuf4s50_1.

The initial DRC count stands at 259. The initialized floorplan defines 29 standard-cell rows. Per the OpenROAD power report, leakage power amounts to 0.8489 nW. The via count of the first global-routing pass is 1855. The part of the total power dissipated in sequential elements stands at 0. Detailed routing placed a total of 2683 um of wire on met2. Setup repair after global routing left no endpoint under its margin. The count of antenna diodes in the layout stands at 0. The worst setup path is launched from an input pin. RePlAce ended its routability-driven mode at a weighted congestion of 0.9818. ha_1 takes more of the synthesized area than any other cell. The final timing report lists a max-slew violation count of 0. Of the total power, the share spent switching nets is 0.5348.

Summed over all nets, the half-perimeter wirelength after detailed placement is 4405 um. The distinct cell type count of the synthesized netlist stands at 57. The wire length the detailed router placed on met1 stands at 2384 um. The cell total in the yosys stat output stands at 247. The synthesized netlist handed to floorplanning was reported with a cell count of 247.

The biggest fanout along the worst timing path stands at 12. Grouping non-sequential cells by family puts the most area in AND-OR/OR-AND gates. The proportion of layout cells with a drive suffix above 1 stands at 0.04167. The script logs the mean routed wire length per placed instance as 16.06 um. The power per cell area stands at 63.77 nW/um^2. Summing all multi-input logic gate instances after layout gives 1511 um^2. The first global-routing pass estimated 9032 um of wire. The largest stage delay on the critical path stands at 0.81 ns. The clock group share of total power stands at 0. The worst max-slew margin expressed relative to the limit stands at 0.3845. The fraction of the cycle the final worst path needs stands at 0.8844. The chip area line of the yosys report stands at 1688 um^2. In this run, the synthesized area fraction spent on AND-OR/OR-AND gates is recorded as 0.3002. The die span in y stands at 102 um. The area of the die stands at 10400 um^2. In the floorplan report the effective utilization is 0.2613. Per the finish-stage timing summary, setup violations number 0. Summing all multiplexer cells gives an area fraction of 0.02965. The final hold violation count stands at 0. The share of the Yosys chip area taken by registers is 0. Counting I/O delays and the setup requirement, the final critical path takes 6.633 ns. Per the OpenROAD floorplan log, the area of the core is 6459 um^2.

The total wire length after detailed routing stands at 5475 um. The part of the power in combinational logic stands at 1.000. The number of vias in the routed layout stands at 1907. The mapped netlist covers 1688 um^2. The number of sequential cells reported for the layout is 0. By area the synthesized netlist is led by ha_1 (19%), xnor2_1 (5.7%), inv_1 (5.6%), a21oi_1 (5.3%), o21ai_0 (4.2%). Measured along the x axis, the die boundary spans 102 um.

The number of clock buffers in the layout stands at 0. The power spent charging and discharging nets stands at 0.00006955 W. The top-level port count stands at 30. The post-synthesis share of cell area spent on and, or, nand and nor gates stands at 0.2943. The wire length on met3 stands at 300 um. The cell sequence reported for the critical path is clkdlybuf4s50_1, inv_1, ha_1, o21ba_2, nor2_1, nor3_1, or3_1, a211o_1, or4b_1, nor4_2, clkdlybuf4s50_1.

The final global-route overflow total stands at 0. The report puts the hold buffer count at CTS at 0. The critical path in this run is classified as in2out. The maximum number of pins on one net before global-route repair stands at 35. The actual transition at the worst max-transition pin stands at 0.9148 ns. The post-cts resize count stands at 0. The internal power of the cells totals 0.00006050 W.

Yosys reports that the most numerous cell types are ha_1 (25), inv_1 (25), a21oi_1 (18), nor2_1 (16). The total of buffers placed on input and output ports stands at 30. Per the synthesis report, the adder-cell share of the synthesized area is 0.2090.

After detailed routing, the number of remaining DRC violations is 0. Signal nets in the final route climb as high as met4. Overall routing resource usage recorded by global route was 0.1043. The finished layout reports a core utilization of 0.3158.

The max-capacitance violation count stands at 0. Using the TritonRoute via totals, the vias-per-cell ratio works out to 5.592. Per the power-grid run, VDD falls by no more than 0.02835 mV. The number of warnings reported in the stage logs is 48. The number of antenna violations at the first check in global routing stands at 0. The required time at the endpoint of the critical path stands at 6.00 ns. Counting the warning lines in the Yosys log gives 1.

The setup TNS after final layout stands at 0 ns. After clock tree synthesis, the setup repair step added 0 buffers. Note that the worst hold path type here is in2out. The critical path's slowest stage uses the library cell clkdlybuf4s50_1. The post-synthesis average cell area stands at 6.833 um^2. The maximum clock frequency stands at 150.8 MHz. The antenna violation net count after detailed routing stands at 0.

Of the post-synthesis cell area, the dominant cell type holds 0.1853. The area added between synthesis and finish stands at 20.83%. The arrival time of data at the critical path endpoint stands at 5.13 ns. The number of inserted filler cells in the final layout stands at 681. STA classifies the critical path endpoint as a primary output.
[layout make-up]
type / count / area share
Tap cell: 77 / 0.04724
Timing Repair Buffer: 35 / 0.1656
Multi-Input combinational cell: 204 / 0.7411
Inverter: 25 / 0.04601
[path summary, 6_finish.rpt]
path	start	end	slack, ns	depth (start not counted)
setup / recovery	A[1]	Zero	0.87	11
hold / removal	ALU_Sel[3]	ALU_Out[0]	4.23	4
[cells by family (layout without fill, tap and decap cells)]
| kind of cell | count (synthesis) | after routing |
|---|---|---|
| AND-OR/OR-AND | 74 | 74 |
| XOR/XNOR | 12 | 12 |
| adder cells (fa/ha/maj) | 27 | 27 |
| buffers and inverters | 43 | 60 |
| multiplexers | 5 | 5 |
| AND/OR/NAND/NOR | 86 | 86 |
[metal layers]
layer  up-vias  GRT usage
li1        947          -
met1       856     0.1400
met2        94     0.1812
met3        10   0.006135
met4         0    0.01952
met5         -          0
[through the flow]
stage               cell area (um^2)  hold slack [ns]   power [W]  std cells  setup WS (ns)
floorplan                       1688            3.221  0.00007994        247          2.178
global placement                2039            4.232   0.0001298        341         0.8895
detailed placement              2039            4.235   0.0001290        341         0.8602
CTS                             2039            4.234   0.0001295        341         0.8821
global route                    2039            4.283   0.0001427        341         0.7217
finish                          2039            4.228   0.0001301        341         0.8670
[layout by cell type (no fill, tap or decap), types with 3 or more instances in the layout]
cell / Yosys / layout
a21o_1: 3 / 3
a21oi_1: 18 / 18
a221o_1: 5 / 5
a22oi_1: 7 / 7
buf_4: 1 / 5
clkdlybuf4s50_1: 0 / 30
ha_1: 25 / 25
inv_1: 25 / 25
mux2i_1: 5 / 5
nand2_1: 14 / 14
nand2b_1: 3 / 3
nand3_1: 6 / 6
nand4_1: 4 / 4
nor2_1: 16 / 16
nor2b_1: 6 / 6
nor3_1: 10 / 10
nor3b_1: 4 / 4
nor4_1: 5 / 5
o21ai_0: 14 / 14
o22ai_1: 3 / 3
or3_1: 4 / 4
xnor2_1: 11 / 11
[worst max-delay path: cells and delay by family]
| kind | cells | cell delay, ns |
|---|---|---|
| AND/OR/NAND/NOR | 5 | 1.20 |
| AND-OR/OR-AND | 2 | 0.54 |
| adder cells (fa/ha/maj) | 1 | 0.39 |
| buffers and inverters | 3 | 1.51 |
[power groups by stage]
stage | clock (W) | sequential, W | combinational [W]
after CTS | 0 | 0 | 0.000130
after global routing | 0 | 0 | 0.000143
final | 0 | 0 | 0.000130
Power is estimated from default activity; no workload was simulated.
