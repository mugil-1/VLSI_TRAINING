--- flow/config.mk ---
export PLATFORM = sky130hd
export DESIGN_NAME = fifo_4x8
export DESIGN_NICKNAME = fifo_4x8
export VERILOG_FILES = /design/flow/design.v
export SDC_FILE = /design/flow/constraint.sdc
export NUM_CORES = 4
export LEC_CHECK = 1
export CORE_UTILIZATION = 50
--- flow/constraint.sdc ---
current_design fifo_4x8

set clk_period 3.7
set clk_io_pct 0.2

create_clock -name clk0 -period $clk_period [get_ports {clk}]

set non_clock_inputs [all_inputs -no_clocks]
set_input_delay [expr $clk_period * $clk_io_pct] -clock clk0 $non_clock_inputs
set_output_delay [expr $clk_period * $clk_io_pct] -clock clk0 [all_outputs]
--- flow/design.v ---
module fifo_4x8 (
    input clk,
    input reset,
    input wr_en,            
    input rd_en,            
    input [7:0] data_in,    
    output reg [7:0] data_out,  
    output reg full,
    output reg empty
);
reg [7:0] mem [3:0];  
reg [1:0] wr_ptr, rd_ptr;
reg [2:0] count;      
always @(posedge clk or posedge reset) begin
    if (reset) begin
        wr_ptr <= 0;
        rd_ptr <= 0;
        count <= 0;
        full <= 0;
        empty <= 1;
        data_out <= 0;
    end else begin
        if (wr_en && !full) begin
            mem[wr_ptr] <= data_in;
            wr_ptr <= wr_ptr + 1;
            count <= count + 1;
        end
        if (rd_en && !empty) begin
            data_out <= mem[rd_ptr];
            rd_ptr <= rd_ptr + 1;
            count <= count - 1;
        end
        full <= (count == 4);
        empty <= (count == 0);
    end
end
endmodule
--- flow/run.sh ---
#!/bin/bash
# OpenROAD 26Q1-2900-gdf79404cd8, Yosys 0.63+post, stock flow scripts
make -C /OpenROAD-flow-scripts/flow DESIGN_CONFIG=/design/flow/config.mk WORK_HOME=/design/flow/orfs finish
==> flow_summary_export.csv <==
group,metric,value,unit
critical_path,start_kind,"primary input",
min_path,hold_path_class,"reg -> reg",
logic_synthesis,ys.flops,49,
sta,holdWs,405.9,ps
cts,cts_resized,0,
cts,clkTransAtPathRegs,80,ps
cts,cts_tree,"done",
sta,max-slew-margin-rel,50.89,%
detailed_routing,vias,1087,
critical_path,cpLargestDelayFamily,"buffers and inverters",
critical_path,rr_startpoint,"rd_ptr[0]",
logic_synthesis,yosys-stat-cells,131,
detailed_routing,routedWlPerCell,16.23,um
detailed_routing,wl,3262,um
min_path,whs_path_depth,1,
pwr,power_switching,512.9,uW
cts,insertion_delay,300,ps
global_routing,grt-busiest-layer,"met1",
logic_synthesis,top_cell_area_share,47.06,%
sta,slew_violations,0,
sta,finalCritPeriodShare,57.39,%
place,io_buffers,21,
min_path,hold_start,"count[0]",
sta,setup_tns,0,ps
global_routing,grt_pass1_vias,1104,
sta,worst_pin_slew,736.6,ps
pwr,p_leak,0.0009529,uW
critical_path,crit_buf_inv,1,
critical_path,path_cells,"clkdlybuf4s50_1 > nand2b_4 > fa_1 > nor3b_1 > mux2i_1 > xnor2_1",
logic_synthesis,syn-cell-area,0.002042,sq mm
cts,cts_buffer_depth,2,
die,die_h,65.91,um
pwr,power.density,733.6,mW/mm^2
cells_and_area,drive_gt1_share,11.11,%
global_routing,met3_usage,6.818,%
sta,fmax,470.9,MHz
die,die_w,65.91,um
logic_synthesis,synth_seq_share,67.95,%
cts,clkSinkCount,49,
cts,cts-root-buf,"clkbuf_8",
global_routing,grt_overflow,0,
status,status,"completed",
min_path,holdPathEnd,"empty",
critical_path,critical_path.slowest_cell,"clkdlybuf4s50_1",
logic_synthesis,synth.largest_area_cell,"edfxtp_1",
global_routing,met1_usage,31.99,%
pwr,vdd_drop_max,0.0003881,V
cells_and_area,lay_top_count,"edfxtp_1",
cells_and_area,lay_top_cells,"32 x edfxtp_1, 21 x clkdlybuf4s50_1, 16 x dfrtp_1",
flow_run,maxCapViolCount,0,
critical_path,crit_path_max_fanout,21,
sta,min_period,2124,ps
critical_path,end_kind,"register",
critical_path,path_class,"in -> reg",
detailed_routing,drt_iter0_markers,29,
cts,h-tree-depth,2,
pwr,clkPwrFrac,21.0,%
pwr,p_seq_share,45.8,%
logic_synthesis,syn_inst,131,
sta,hold_viol,0,
place,gp_congestion,0.7624,
logic_synthesis,ys_types,27,
global_routing,antenna_found_initial,0,
detailed_routing,drt-pass1-iter-count,4,
logic_synthesis,ys_chip_area,0.002042,sq mm
detailed_routing,drc,0,
global_routing,grt_use_total,19.13,%
cts,cts_inserted_buffers,5,
sta,grt_setup_unrepaired,"no",
die,rows,22,
pwr,swShare,29.71,%
global_routing,grt.met2_usage,27.68,%
logic_synthesis,synth.area.top_cells,"edfxtp_1 47%, dfrtp_1 20%, ha_1 4.9%",
die,initial_utilization,53.75,%
critical_path,worstPathRequired,3880,ps
cts,ctsHoldBuffers,0,
pwr,internal-power,1214,uW
detailed_routing,n_antenna_cell,0,
logic_synthesis,yosysWarnings,2,
critical_path,r2r-end,"data_out[6]",
pwr,combPwrFrac,33.1,%
sta,finalSetupViolations,0,
sta,clock_skew,9.752,ps
logic_synthesis,synth_area_per_cell,15.59,sq um
critical_path,max_stage_delay,500,ps
critical_path,rrSetupSlack,1890,ps
global_routing,grt_pass1_wl,5533,um
place,dp_hpwl,2141,um
die,dieArea,0.004343,sq mm
flow_run,tool_warnings,32,
critical_path,startpoint,"rd_en",
global_routing,grt_max_degree,22,
critical_path,worstSetupPathDepth,6,
critical_path,r2r_cells,5,
die,core,0.003799,sq mm
die,ios,22,
detailed_routing,via_per_inst,5.408,
detailed_routing,antenna_left,0,
critical_path,cp.arrival,2310,ps
cts,post_cts_buffers,0,
cells_and_area,syn2layout_area_growth,15.26,%
flip-flops by register name, indices dropped and copies added (netlist names):
register	flops
rd_ptr	2
data_out	8
count	3
wr_ptr	2
mem	32
empty	1
full	1
cells by family (layout without fill, tap and decap cells):
group / Yosys count / in the layout / share of synthesized area, %
multiplexers: 4 / 4 / 2.083
AND-OR/OR-AND: 32 / 32 / 12.87
XOR/XNOR: 4 / 4 / 1.716
adder cells (fa/ha/maj): 9 / 9 / 5.883
AND/OR/NAND/NOR: 11 / 11 / 3.492
flip-flops: 49 / 49 / 67.95
buffers and inverters: 22 / 44 / 6.005
metal layers:
| layer | wire length (um) | vias to the layer above | share of wire [%] |
|---|---|---|---|
| met1 | 1512 | 538 | 46 |
| met2 | 1506 | 29 | 46 |
| li1 | - | 515 | - |
| met3 | 194 | 5 | 5.9 |
| met5 | 0 | - | 0 |
| met4 | 48 | 0 | 1.5 |
synth_stat cells, drive strengths merged:
cell / instances
nor3: 1
a21o: 8
xnor2: 4
inv: 15
edfxtp: 32
a21oi: 8
buf: 7
and3: 1
mux2: 2
fa: 1
nor2: 1
nand2: 1
and2: 4
nor3b: 1
dfrtp: 16
nand2b: 2
ha: 8
a221oi: 8
a22oi: 8
mux2i: 2
dfstp: 1
final cells by class:
type / instances / area [sq um]
repair buffers: 21 / 210.2
inverters: 15 / 56.30
clock buffers: 6 / 72.57
flip-flops and latches: 49 / 1388
fillers: 277 / 1445
clock inverters: 2 / 35.03
multi-input cells: 60 / 531.8
well taps: 48 / 60.06
worst max-delay path by stage:
stage	end
after CTS	count[2]
after global routing	count[2]
final	count[2]
power groups by stage:
stage         Clock, uW  Combinational, uW  Sequential, uW
finish              363                572             792
global route        400                655             808
CTS                 372                580             794
stage by stage:
stage | cells | util, % | power, uW | setup WS, ps | instance area, sq um
after floorplan | 131 | - | 1211 | 1849 | 2042
after global placement | 193 | 59.12 | 1364 | 1295 | 2246
after detailed placement | 193 | 59.12 | 1382 | 1249 | 2246
after CTS | 201 | 61.96 | 1746 | 1555 | 2354
after global routing | 201 | 61.96 | 1863 | 1490 | 2354
final | 201 | 61.96 | 1726 | 1576 | 2354
No activity file was given, so power comes from the tool's default toggle rates.
